--- ./design.v ---
module alu (
    input [15:0] a,
    input [15:0] b,
    input [3:0] op,
    output reg [15:0] result
);
    localparam OP_ZERO = 0;
    localparam OP_ADD = 1;
    localparam OP_SUB = 2;
    localparam OP_A_INC = 3;
    localparam OP_B = 4;
    always @* begin
        case (op)
            OP_ZERO: result = 0;
            OP_ADD: result = a + b;
            OP_SUB: result = a - b;
            OP_A_INC: result = a + 1;
            OP_B: result = b;
            default: result = 0;
        endcase
    end
endmodule
--- ./run.sh ---
#!/bin/bash
# OpenROAD 26Q1-2900-gdf79404cd8, Yosys 0.63+post, stock flow scripts
make -C /OpenROAD-flow-scripts/flow DESIGN_CONFIG=/design/flow/config.mk WORK_HOME=/design/flow/orfs finish
--- ./config.mk ---
export PLATFORM = sky130hd
export DESIGN_NAME = alu
export DESIGN_NICKNAME = alu
export VERILOG_FILES = /design/flow/design.v
export SDC_FILE = /design/flow/constraint.sdc
export NUM_CORES = 4
export LEC_CHECK = 1
export CORE_AREA = 10 10 108 108
export DIE_AREA = 0 0 118 118
--- ./constraint.sdc ---
current_design alu

set clk_period 16.7
set clk_io_pct 0.2

create_clock -name clk0 -period $clk_period

set non_clock_inputs [all_inputs -no_clocks]
set_input_delay [expr $clk_period * $clk_io_pct] -clock clk0 $non_clock_inputs
set_output_delay [expr $clk_period * $clk_io_pct] -clock clk0 [all_outputs]
==> results.env <==
DIE.SIZE.X_MICRONS=118
DRT.ANTENNA.VIOLATING_NETS=0
YOSYS_WARNINGS=1
ANTENNADIODECOUNT=0
NUMBER_OF_OPENROAD_WARNINGS=35
YOSYSCHIPAREA_SQ_MM=0.001358
ACHIEVABLE-FREQUENCY_MHz=94.75
POWER_REPORT.INTERNAL_TOTAL_mW=0.02947
FINAL-MAX-SLEW-VIOLATION-COUNT=0
P_SW_mW=0.02796
FINAL_COUNT_OF_HOLD_TIMING_VIOLATIONS=0
CRITICALPATHCATEGORY='in2out'
N_FILL_CELL=1047
CRITICAL_PATH.STARTPOINT='b[0]'
DETAIL_ROUTE.FIRST_PASS.ITERATIONS=4
PLACE.GP.CONGESTION=0.8732
POST_SYNTH_INST_COUNT=226
CRITICAL_PATH.ENDPOINT_TYPE='output port'
POST-ROUTE-PERIOD-UTIL_PCT=63.20
POSTCTSRESIZEDCELLS=0
POWER_PER_CELL_AREA_mW_PER_MM2=28.12
ANTENNA_FOUND_INITIAL=0
DRT_FIRST_ITER_VIOLATIONS=138
POSTSYNTHSEQSHARE_PCT=0
HOLD_PATH_END='result[15]'
CORE_AREA_SQ_MM=0.009284
SHARE_OF_THE_SYNTHESIZED_AREA_IN_THE_TOP_CELL_TYPE_PCT=17.51
CRIT_PATH_CELL_TRACE='clkdlybuf4s50_1 -> inv_1 -> ha_1 -> nor3b_1 -> nand2_1 -> or2_2 -> nor4_1 -> nor3_1 -> a21oi_1 -> o21ai_0 -> ha_1 -> and3_1 -> nand2_1 -> a21oi_1 -> nor3_1 -> o31ai_1 -> clkdlybuf4s50_1'
CRITICAL_PATH.MAX_STAGE_DELAY_NS=0.51
NETLIST.TOP_CELL.BY_AREA='ha_1'
WORST-PATH-MAX-FANOUT=7
FP_UTIL_PCT=14.62
WORST_SETUP_START_KIND='input pin'
MI_LOGIC_AREA_SQ_MM=0.001304
POWER.COMBINATIONAL.FRACTION_PCT=100.0
BOUNDARYPINS=52
YOSYS_CELLS=226
LAYOUT.CLOCK_BUFFERS=0
DESIGN.DIE.AREA_SQ_MM=0.01392
DIEHEIGHT_MICRONS=118
N_SEQUENTIAL_CELL=0
CRIT_SLOWEST_CELL='clkdlybuf4s50_1'
FLOP_AREA_SQ_UM=0
WORST_IR_DROP_VDD_mV=0.007568
POWER_SWITCHING_SHARE_PCT=48.69
POST_DRT_VIA_CELL_RATIO=4.358
VIA_COUNT=1752
CP.REQUIRED_NS=13.36
HOLDCRITSTARTPOINT='b[15]'
LAYOUT_MIN_CYCLE_TIME_NS=10.55
GLOBAL_ROUTE_WIRE_LENGTH_BEFORE_REPAIR_MM=8.424
CAP_VIOLATIONS=0
WORST_SLEW_MARGIN_REL_PCT=55.22
GRT_MAX_DEGREE=33
HOLD_CLASS='in2out'
FIRST_GLOBAL_VIAS=1642
WORST_SLEW_PIN_SLEW_NS=0.6696
YOSYSUNIQUECELLTYPES=37
CP.ARRIVAL_NS=7.21
PLACE.DETAILED.HPWL_MM=4.341
GLOBALROUTEOVERFLOWTOTAL=0
DRIVE_GT1_SHARE_PCT=3.297
CTS_HOLD_BUF=0
RUN_STATUS='finished, final reports clean'
SEQPWRFRAC_PCT=0
DRC=0
WIRE_PER_INST_MICRONS=12.73
SYN_AREA_SQ_MM=0.001358
PORTBUFFERS=52
STATIC-LEAKAGE-POWER_nW=0.7742
AREA.GROWTH.SYNTH_TO_FINAL_PCT=50.41
PLACEMENT_ROWS=35
CELL_DEPTH_OF_THE_WORST_MIN_DELAY_PATH=4
LAYOUT_UTILIZATION_PCT=21.99
SYNTHESIS.AREA_PER_INSTANCE_SQ_UM=6.007
GRT_UTIL_ALL_LAYERS_PCT=7.111
CLOCK_POWER_SHARE_PCT=0
POST_CTS_BUFFERS=0
SETUP-VIOLATIONS-FINAL=0
GRT_SETUP_UNREPAIRED='false'
NETLIST_TOP_CELLS_AREA='ha_1 18%, o21ai_0 13%, nand2_1 12%'
FINAL.SETUP.TNS_NS=0
POSTROUTEWIRELENGTH_MM=5.118
==> layout make-up <==
type	instances	area share, %
timing repair buffer	56	26.96
multi-input combinational	210	63.85
inverter	7	1.287
tap	129	7.904
==> how the worst max path moves through the flow <==
stage | endpoint | cells after the start
after CTS | result[14] | 17
after global routing | result[14] | 17
final | result[14] | 17
==> cell usage in the layout, fill, tap and decap left out, drive strengths merged, types with 4 or more instances in the layout <==
master	synthesis	layout
clkdlybuf4s50	0	52
nand2	45	45
o21ai	36	36
a21oi	21	21
ha	19	19
nor2	13	13
nor3	13	13
inv	7	7
a21o	6	6
xnor2	6	6
a31oi	5	5
xor2	5	5
nor4	4	4
a211oi	4	4
nor2b	4	4
buf	0	4
==> Yosys cell counts (2+ instances only) <==
library cell and count:
a211oi_1 4, nor3_2 2, inv_1 7, xnor2_1 6
nor2_1 13, or3_1 3, xor2_1 5, clkbuf_1 9
o21ai_0 35, o31ai_1 3, a21oi_1 21, nor2b_1 4
ha_1 19, nand3_1 2, nor3_1 11, nand2b_1 2
o21a_1 3, nor3b_1 2, nor4_1 4, a31oi_1 5
nand2_1 45, a21o_1 6
==> layer usage <==
layer / wire [microns] / part of all wire [%] / up-vias / GRT usage, %
li1: - / - / 930 / -
met1: 2388 / 47 / 780 / 9.480
met2: 2403 / 47 / 40 / 12.10
met3: 284 / 5.5 / 2 / 1.215
met4: 41 / 0.80 / 0 / 0.6182
met5: 0 / 0 / - / 0
==> worst max-delay path: cells and delay by family <==
family	cells	cell delay [ns]
AOI/OAI and AO/OA	4	0.66
adders and majority gates	2	0.62
buffers and inverters	3	1.06
and+or+nand+nor	8	1.53
==> cells by family after synthesis <==
kind of cell	after synthesis	synth area share, %
AOI/OAI and AO/OA	82	34.84
xor gates and xnor gates	11	7.097
adders and majority gates	20	18.99
buffers and inverters	16	4.424
muxes	1	0.7374
and+or+nand+nor	96	33.92
==> power by group through the flow <==
stage     sequential (mW)  combinational [mW]  clock, mW
4_1_cts                 0              0.0579          0
5_1_grt                 0              0.0650          0
6_report                0              0.0574          0
==> per-stage QoR <==
step                setup WS, ns  instances  hold WS, ns  instance area (sq um)  total power [mW]
floorplan                  7.153        226        6.732                   1358           0.03201
CTS                        6.144        402        7.713                   2042           0.05790
finish                     6.146        402        7.712                   2042           0.05743
global route               5.807        402        7.802                   2042           0.06504
global placement           6.182        402        7.696                   2042           0.05716
detailed placement         6.152        402        7.708                   2042           0.05746
Power and IR drop assume default switching activity.
