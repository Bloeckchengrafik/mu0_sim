## design/flow/config.mk

```make
export PLATFORM = sky130hd
export DESIGN_NAME = mux
export DESIGN_NICKNAME = mux
export VERILOG_FILES = /design/flow/design.v
export SDC_FILE = /design/flow/constraint.sdc
export NUM_CORES = 4
export LEC_CHECK = 1
export CORE_AREA = 10 10 70 70
export DIE_AREA = 0 0 80 80
```

## design/flow/constraint.sdc

```tcl
current_design mux

set clk_period 1.0
set clk_io_pct 0.2

create_clock -name clk0 -period $clk_period

set non_clock_inputs [all_inputs -no_clocks]
set_input_delay [expr $clk_period * $clk_io_pct] -clock clk0 $non_clock_inputs
set_output_delay [expr $clk_period * $clk_io_pct] -clock clk0 [all_outputs]
```

## design/flow/run.sh

```bash
#!/bin/bash
# OpenROAD 26Q1-2900-gdf79404cd8, Yosys 0.63+post, stock flow scripts
make -C /OpenROAD-flow-scripts/flow DESIGN_CONFIG=/design/flow/config.mk WORK_HOME=/design/flow/orfs finish
```

## design/flow/design.v

```verilog
module mux (
    input [15:0] dataIn0,
    input [15:0] dataIn1,
    input select,
    output [15:0] dataOut
);
    assign dataOut = select ? dataIn1 : dataIn0;
endmodule
```

==> impl_metrics.csv <==
group,metric,value,unit
layout,layout_top_cell_excl_fill_tap,"sky130_fd_sc_hd__dlygate4sd2_1",
final_timing,worst_slack,-0.0564,ns
layout,seqCellArea,0,um2
hold_path,min_path_type,"in -> out",
outcome,outcome,"finished with violations",
power,cellLeakagePower,0.000417,uW
floorplanning,placement_rows,21,
global_route,grt.busiest_layer,"met1",
power,power.total,301,uW
floorplanning,fp-utilization,7.29,%
worst_setup_path,crit_required,0.80,ns
placed_design,port_buffers,49,
layout,flow.area_growth_from_synthesis,219,%
synth,top_area_share,60.3,%
routing,detail_route.antenna_diodes,0,
worst_setup_path,crit_type,"in -> out",
routing,drt_iter0_drc,2,
job,drv_cap,0,
final_timing,hold-worst-slack,0.794,ns
worst_setup_path,path_max_fanout,8,
synth,syn-cell-area,249,um2
global_route,grt_use_total,4.20,%
global_route,antenna_found_initial,0,
worst_setup_path,worst_setup_path_start_kind,"primary input",
synth,yosys-stat-cells,18,
layout,finish.cell_count_without_fillers,113,
synth,yosysSeqAreaShare,0,%
final_timing,slew_headroom,95.3,%
synth,area_contributors_post_synth,"sky130_fd_sc_hd__mux2_4, sky130_fd_sc_hd__mux2_2, sky130_fd_sc_hd__buf_12",
layout,drive_gt1_share,52.2,%
worst_setup_path,cp_num_buf_inv,3,
power,power.share.switching,22.4,%
synth,yosysTopAreaCell,"sky130_fd_sc_hd__mux2_4",
power,pwr-share-comb,100.0,%
global_route,globalRouteMet2Util,4.49,%
routing,vias,359,
placed_design,gp_congestion,0.815,
synth,ys_types,4,
power,p_per_area,379,nW/um2
synth,synthesis.yosys.warnings,0,
final_timing,timing.final.crit_period,1.06,ns
layout,comb_area,240,um2
layout,flop-count,0,
power,power_switching,67.4,uW
power,power.share.clock,0,%
synth,synth.yosys.chip_area,249,um2
floorplanning,top_level_ports,49,
power,ir_drop_worst_case_vdd,0.151,mV
worst_setup_path,kind_of_cell_adding_the_most_delay_to_the_critical_path,"buffers and inverters",
final_timing,achievable-frequency,947,MHz
job,openroad.warnings,34,
global_route,grt_pass1_wl,2.19,mm
final_timing,worst_slew_pin_slew,0.0710,ns
routing,post_drt_wl_per_cell,12.4,um
final_timing,final.period_utilization,106,%
routing,ant_nets,0,
synth,post_synth_inst_count,18,
worst_setup_path,cp_slowest_cell,"sky130_fd_sc_hd__mux2_4",
floorplanning,core-area,3420,um2
global_route,grt_pass1_vias,430,
routing,drc_errors,0,
routing,drt-total-wl,1.41,mm
layout,final_cell_mix,"sky130_fd_sc_hd__dlygate4sd2_1, sky130_fd_sc_hd__mux2_4, sky130_fd_sc_hd__buf_6",
global_route,grt_max_degree,9,
layout,final.clkbuf_count,0,
routing,drtPass1Iterations,2,
clock_tree,cts_hold_buffers,0,
floorplanning,fp.dieW,80,um
final_timing,setup_viol,16,
layout,fillCellCount,374,
synth,syn-mean-instance-area,13.8,um2
global_route,gr-usage-met3,3.30,%
worst_setup_path,type_of_element_capturing_the_critical_path,"output port",
floorplanning,dieHeight,80,um
power,pwr-share-seq,0,%
final_timing,rsz0062_at_grt,"yes",
worst_setup_path,path_cells,"buf_12, buf_12, mux2_4, buf_6",
final_timing,hold_viol,0,
placed_design,place.detailed.hpwl,1.22,mm
outcome,failing_checks,"setup timing",
worst_setup_path,worst_ep_arrival_time,0.86,ns
placed_design,dp_cells,112,
routing,via_per_inst,3.18,
layout,final_util,23.3,%
global_route,global_route.overflow_total,0,
power,internal_power,234,uW
global_route,global_route.usage.met1,6.39,%
worst_setup_path,critPathMaxStageDelay,0.30,ns
floorplanning,chip_area,6400,um2
worst_setup_path,critPathMostFrequentCell,"sky130_fd_sc_hd__buf_12",
final_timing,report.final.slew_viol_count,0,
==> tightest hold or removal path: stages <==
cell and delay (ns):
sky130_fd_sc_hd__dlygate4sd2_1 0.19, sky130_fd_sc_hd__mux2_4 0.12, sky130_fd_sc_hd__buf_2 0.08
==> final cells by class <==
cell class	count	share of cell area (%)
timing repair buffer	51	62.5
multi-input combinational	16	30.2
tap	46	7.24
==> synth_stat cells <==
cell	number
sky130_fd_sc_hd__mux2_2	6
sky130_fd_sc_hd__buf_12	1
sky130_fd_sc_hd__buf_6	1
sky130_fd_sc_hd__mux2_4	10
==> power groups by stage <==
stage / sequential [uW] / clock [uW] / combinational (uW)
CTS: 0 / 0 / 286
global route: 0 / 0 / 326
finish: 0 / 0 / 301
==> worst paths after layout <==
kind  startpoint           to  slack, ns  cells after the start
min   dataIn0[5]   dataOut[5]       0.79                      3
max       select  dataOut[14]      -0.06                      4
==> cells by family (layout without fill, tap and decap cells) <==
| logic type | Yosys count | count (layout) | synth area share (%) |
|---|---|---|---|
| buffers and inverters | 2 | 51 | 12.6 |
| multiplexers | 16 | 16 | 87.4 |
==> per-stage QoR <==
step	setup TNS (ns)	setup slack, ns	area [um2]
2_1_floorplan	0	0.0725	249
3_3_place_gp	-13.02	-0.846	786
3_5_place_dp	-13.23	-0.853	786
4_1_cts	-0.874	-0.0602	763
5_1_grt	-1.08	-0.0712	795
6_report	-0.817	-0.0564	795
==> what timing repair did <==
action,4_1_cts,5_1_grt
hold endpoints to repair,0,0
cloned,1,0
endpoints found under the setup margin,16,16
setup buffers,0,0
gates resized,102,5
==> per-layer routing <==
layer / vias up / share of wire (%)
li1: 167 / -
met1: 143 / 53
met2: 49 / 24
met3: 0 / 23
met4: 0 / 0
met5: - / 0
No activity file was given, so power comes from the tool's default toggle rates.
