<file path="./config.mk">
export PLATFORM = sky130hd
export DESIGN_NAME = uart
export DESIGN_NICKNAME = uart
export VERILOG_FILES = /design/flow/design.v
export SDC_FILE = /design/flow/constraint.sdc
export NUM_CORES = 4
export LEC_CHECK = 1
export CORE_UTILIZATION = 40
</file>
<file path="./constraint.sdc">
current_design uart

set clk_period 4.3
set clk_io_pct 0.2

create_clock -name clk0 -period $clk_period [get_ports {clk}]

set non_clock_inputs [all_inputs -no_clocks]
set_input_delay [expr $clk_period * $clk_io_pct] -clock clk0 $non_clock_inputs
set_output_delay [expr $clk_period * $clk_io_pct] -clock clk0 [all_outputs]
</file>
<file path="./design.v">
`default_nettype none
module comm (
    input clk,
    input [7:0] dataIn,
    input byteSending,
    output reg byteReady,
    output reg byteReadyOut,
    output reg [7:0] dataOut,
    output reg overrideMemControl,
    output reg overrideMemRnW,
    output reg [15:0] overrideMemAddr,
    output reg [15:0] overrideMemDataIn,
    input [15:0] overrideMemDataOut,
    output reg start,
    input enable,
    input [15:0] dbgIr,
    input [15:0] dbgPc,
    input [15:0] dbgAcc,
    input [8:0] dbgState,
    output reg [3:0] clkMode = 0,
    input [15:0] dbgAluResult,
    input [3:0] dbgAluOp
);
    localparam COMM_STATE_IDLE = 0;
    localparam COMM_STATE_RXMEM = 2;
    localparam COMM_STATE_EXSTART = 3;
    localparam COMM_STATE_EXSTATE = 4;
    localparam COMM_STATE_TXMEM = 5;
    localparam MAX_MEMORY_COUNT = 32;
    localparam CLK_OFF = 0;
    localparam CLK_FAST = 1;
    localparam CLK_SLOW = 2;
    localparam CLK_MANUAL_OFF = 3;
    localparam CLK_MANUAL_ON = 4;
    initial begin
        byteReadyOut = 0;
        dataOut = 0;
        overrideMemControl = 0;
        overrideMemRnW = 0;
        overrideMemAddr = 0;
        overrideMemDataIn = 0;
    end
    reg [3:0] commState = COMM_STATE_IDLE;
    reg byteReceived = 0;
    reg [7:0] memCounter = 0;
    reg [7:0] lastRxByte = 0;
    reg [1:0] hasReceivedLastByte = 0;
    always @(posedge clk) begin
        if (byteReady && !byteSending && !byteReceived) begin
            byteReceived <= 1'b1;
            case (commState)
                COMM_STATE_IDLE: begin
                    case (dataIn)
                        "p": begin
                            byteReadyOut <= 1'b1;
                            dataOut <= "P";
                        end
                        "x": begin
                            byteReadyOut <= 1'b1;
                            dataOut <= "X";
                            start = ~start;
                        end
                        "s": begin
                            byteReadyOut <= 1'b1;
                            if (enable) begin
                                dataOut <= "+";
                            end else begin
                                dataOut <= "-";
                            end
                        end
                        "r": begin
                            commState <= COMM_STATE_TXMEM;
                            memCounter <= 0;
                            byteReadyOut <= 1'b1;
                            dataOut <= "R";
                            hasReceivedLastByte <= 2'b0;
                        end
                        "w": begin
                            commState <= COMM_STATE_RXMEM;
                            memCounter <= 0;
                            byteReadyOut <= 1'b1;
                            hasReceivedLastByte <= 2'b0;
                            dataOut <= "W";
                            hasReceivedLastByte <= 2'b0;
                        end
                        "i": begin
                            byteReadyOut <= 1'b1;
                            dataOut <= dbgIr[15:8];
                        end
                        "I": begin
                            byteReadyOut <= 1'b1;
                            dataOut <= dbgIr[7:0];
                        end
                        "c": begin
                            byteReadyOut <= 1'b1;
                            dataOut <= dbgPc[15:8];
                        end
                        "C": begin
                            byteReadyOut <= 1'b1;
                            dataOut = dbgPc[7:0];
                        end
                        "a": begin
                            byteReadyOut <= 1'b1;
                            dataOut = dbgAcc[15:8];
                        end
                        "A": begin
                            byteReadyOut <= 1'b1;
                            dataOut = dbgAcc[7:0];
                        end
                        "S": begin
                            byteReadyOut <= 1'b1;
                            dataOut = dbgState;
                        end
                        "0": begin
                            byteReadyOut <= 1'b1;
                            dataOut <= "Y";
                            clkMode <= CLK_OFF;
                        end
                        "1": begin
                            byteReadyOut <= 1'b1;
                            dataOut <= "Y";
                            clkMode <= CLK_FAST;
                        end
                        "2": begin
                            byteReadyOut <= 1'b1;
                            dataOut <= "Y";
                            clkMode <= CLK_SLOW;
                        end
                        "3": begin
                            byteReadyOut <= 1'b1;
                            dataOut <= "Y";
                            clkMode <= CLK_MANUAL_OFF;
                        end
                        "4": begin
                            byteReadyOut <= 1'b1;
                            dataOut <= "Y";
                            clkMode <= CLK_MANUAL_ON;
                        end
                        "l": begin
                            byteReadyOut <= 1'b1;
                            dataOut = dbgAluResult[15:8];
                        end
                        "L": begin
                            byteReadyOut <= 1'b1;
                            dataOut = dbgAluResult[7:0];
                        end
                        "o": begin
                            byteReadyOut <= 1'b1;
                            dataOut = {4'b0000, dbgAluOp};
                        end
                        default: begin
                            byteReadyOut <= 1'b1;
                            dataOut <= "?";
                        end
                    endcase
                end
                COMM_STATE_TXMEM: begin
                    if (memCounter < MAX_MEMORY_COUNT) begin
                        byteReadyOut <= 1'b1;
                        overrideMemAddr = memCounter;
                        overrideMemControl = 1'b1;
                        overrideMemRnW = 1'b1;
                        if (hasReceivedLastByte == 2'b0) begin
                            hasReceivedLastByte = 2'b01;
                            dataOut <= 8'b11111111;
                        end else if (hasReceivedLastByte == 2'b01) begin
                            dataOut <= overrideMemDataOut[7:0];
                            hasReceivedLastByte <= 2'b10;
                        end else begin
                            dataOut <= overrideMemDataOut[15:8];
                            memCounter <= memCounter + 1;
                            hasReceivedLastByte <= 2'b0;
                        end
                    end else begin
                        commState <= COMM_STATE_IDLE;
                        byteReadyOut <= 1'b1;
                        overrideMemControl <= 1'b0;
                        dataOut <= "E";
                    end
                end
                COMM_STATE_RXMEM: begin
                    if (memCounter < MAX_MEMORY_COUNT) begin
                        if (hasReceivedLastByte) begin
                            overrideMemControl <= 1'b1;
                            overrideMemAddr <= memCounter;
                            overrideMemRnW <= 1'b0;
                            dataOut <= "-";
                            overrideMemDataIn <= {dataIn, lastRxByte};
                            memCounter <= memCounter + 1;
                            hasReceivedLastByte <= 1'b0;
                            byteReadyOut <= 1'b1;
                        end else begin
                            byteReadyOut <= 1'b1;
                            dataOut <= "+";
                            lastRxByte <= dataIn;
                            hasReceivedLastByte <= 1'b1;
                        end
                    end else begin
                        commState <= COMM_STATE_IDLE;
                        byteReadyOut <= 1'b1;
                        overrideMemControl <= 1'b0;
                        dataOut <= "E";
                    end
                end
                default: begin
                    commState <= COMM_STATE_IDLE;
                    byteReadyOut <= 1'b0;
                    dataOut <= 8'b0;
                end
            endcase
        end
        if (byteSending) begin
            byteReadyOut <= 1'b0;
            byteReceived <= 1'b0;
        end
    end
endmodule
`default_nettype none
module uart #(
    parameter DELAY_FRAMES = 234   
) (
    input clk,
    input uart_rx,
    output uart_tx,
    output overrideMemControl,
    output overrideMemRnW,
    output [15:0] overrideMemAddr,
    output [15:0] overrideMemDataIn,
    input [15:0] overrideMemDataOut,
    output start,
    input enable,
    input [15:0] dbgIr,
    input [15:0] dbgPc,
    input [15:0] dbgAcc,
    input [8:0] dbgState,
    output [3:0] clkMode,
    input [15:0] dbgAluResult,
    input [3:0] dbgAluOp
);
    localparam HALF_DELAY_WAIT = (DELAY_FRAMES / 2);
    reg [3:0] rxState = 0;
    reg [12:0] rxCounter = 0;
    reg [7:0] dataIn = 0;
    reg [2:0] rxBitNumber = 0;
    reg byteReady = 0;
    localparam RX_STATE_IDLE = 0;
    localparam RX_STATE_START_BIT = 1;
    localparam RX_STATE_READ_WAIT = 2;
    localparam RX_STATE_READ = 3;
    localparam RX_STATE_STOP_BIT = 5;
    always @(posedge clk) begin
        case (rxState)
            RX_STATE_IDLE: begin
                if (uart_rx == 0) begin
                    rxState <= RX_STATE_START_BIT;
                    rxCounter <= 1;
                    rxBitNumber <= 0;
                end
                byteReady <= 0;
            end
            RX_STATE_START_BIT: begin
                if (rxCounter == HALF_DELAY_WAIT) begin
                    rxState   <= RX_STATE_READ_WAIT;
                    rxCounter <= 1;
                end else rxCounter <= rxCounter + 1;
            end
            RX_STATE_READ_WAIT: begin
                rxCounter <= rxCounter + 1;
                if ((rxCounter + 1) == DELAY_FRAMES) begin
                    rxState <= RX_STATE_READ;
                end
            end
            RX_STATE_READ: begin
                rxCounter <= 1;
                dataIn <= {uart_rx, dataIn[7:1]};
                rxBitNumber <= rxBitNumber + 1;
                if (rxBitNumber == 3'b111) rxState <= RX_STATE_STOP_BIT;
                else rxState <= RX_STATE_READ_WAIT;
            end
            RX_STATE_STOP_BIT: begin
                rxCounter <= rxCounter + 1;
                if ((rxCounter + 1) == DELAY_FRAMES) begin
                    rxState   <= RX_STATE_IDLE;
                    rxCounter <= 0;
                    byteReady <= 1;
                end
            end
        endcase
    end
    reg [3:0] txState = 0;
    reg [24:0] txCounter = 0;
    wire [7:0] dataOut;
    reg txPinRegister = 1;
    reg [2:0] txBitNumber = 0;
    wire byteReadyOut;
    reg byteSending = 0;
    assign uart_tx = txPinRegister;
    localparam TX_STATE_IDLE = 0;
    localparam TX_STATE_START_BIT = 1;
    localparam TX_STATE_WRITE = 2;
    localparam TX_STATE_STOP_BIT = 3;
    localparam TX_STATE_DEBOUNCE = 4;
    always @(posedge clk) begin
        case (txState)
            TX_STATE_IDLE: begin
                if (byteReadyOut) begin
                    txState <= TX_STATE_START_BIT;
                    txCounter <= 0;
                    byteSending <= 1;
                end else begin
                    txPinRegister <= 1;
                end
            end
            TX_STATE_START_BIT: begin
                txPinRegister <= 0;
                if ((txCounter + 1) == DELAY_FRAMES) begin
                    txState <= TX_STATE_WRITE;
                    txBitNumber <= 0;
                    txCounter <= 0;
                end else txCounter <= txCounter + 1;
            end
            TX_STATE_WRITE: begin
                txPinRegister <= dataOut[txBitNumber];
                if ((txCounter + 1) == DELAY_FRAMES) begin
                    if (txBitNumber == 3'b111) begin
                        txState <= TX_STATE_STOP_BIT;
                    end else begin
                        txState <= TX_STATE_WRITE;
                        txBitNumber <= txBitNumber + 1;
                    end
                    txCounter <= 0;
                end else txCounter <= txCounter + 1;
            end
            TX_STATE_STOP_BIT: begin
                txPinRegister <= 1;
                if ((txCounter + 1) == DELAY_FRAMES) begin
                    txState <= TX_STATE_DEBOUNCE;
                    txCounter <= 0;
                    byteSending <= 0;
                end else txCounter <= txCounter + 1;
            end
            TX_STATE_DEBOUNCE: begin
                if (txCounter == 23'b00001111111111111111111) begin
                    txState <= TX_STATE_IDLE;
                end else txCounter <= txCounter + 1;
            end
            default: begin
            end
        endcase
    end
    comm comm_inst (
        .clk(clk),
        .byteReady(byteReady),
        .dataIn(dataIn),
        .byteReadyOut(byteReadyOut),
        .dataOut(dataOut),
        .byteSending(byteSending),
        .overrideMemControl(overrideMemControl),
        .overrideMemRnW(overrideMemRnW),
        .overrideMemAddr(overrideMemAddr),
        .overrideMemDataIn(overrideMemDataIn),
        .overrideMemDataOut(overrideMemDataOut),
        .start(start),
        .enable(enable),
        .dbgIr(dbgIr),
        .dbgPc(dbgPc),
        .dbgAcc(dbgAcc),
        .dbgState(dbgState),
        .clkMode(clkMode),
        .dbgAluResult(dbgAluResult),
        .dbgAluOp(dbgAluOp)
    );
endmodule
</file>
<file path="./run.sh">
#!/bin/bash
# OpenROAD 26Q1-2900-gdf79404cd8, Yosys 0.63+post, stock flow scripts
make -C /OpenROAD-flow-scripts/flow DESIGN_CONFIG=/design/flow/config.mk WORK_HOME=/design/flow/orfs finish
</file>
==> impl_metrics.csv <==
group,metric,value,unit
grt,gr-total-overflow,0,
timing,hold_viol_final,0,
timing,min_period,3.260,ns
yosys,synth_flops,121,
worst_setup_path,critPathCaptureType,"flip-flop",
cts,clock_latency,0.41,ns
routing,antenna_left,0,
cts,cts_setup_buffers,0,
timing,fin_ws,1.040,ns
yosys,yosysSeqAreaShare,0.5076,
yosys,ys_cells,653,
timing,final.setup.tns,0,ns
routing,via_per_inst,5.591,
timing,fin_skew,0.005441,ns
worst_setup_path,critPathArrivalTime,3.41,ns
yosys,edf_count,119,
floorplan,fp.dieW,135.4,µm
routing,drc,0,
cts,cts_made_buffers,17,
floorplan,coreArea,17360,µm²
worst_setup_path,crit_fanout,16,
yosys,yosys_warnings,2,
timing,setup_viol,0,
grt,antenna_found_initial,0,
worst_setup_path,path_class,"flip-flop to flip-flop",
floorplan,rows,48,
cts,cts_tree,"yes",
placement,port_buffers,125,
cts,cts-root-buf,"clkbuf_16",
flow_run,cap_violations,0,
timing,tightestPinTransition,0.8000,ns
routing,drt_iter0_drc,463,
cts,hold_buffers,0,
cells_and_area,design_area,9228,µm²
timing,rsz0062_at_grt,"false",
timing,period_used_share,0.7580,
placement,gp_congestion,0.9566,
routing,first_pass_iters,5,
placement,dpl.cell_count,990,
timing,slew_headroom,0.4647,
hold_path,hold_class,"flip-flop to flip-flop",
grt,grt_pass1_vias,5490,
grt,grt_first_pass_wirelength,27950,µm
yosys,netlist_top_cells_area,"edfxtp_1, xnor2_1, nor2_1",
routing,routed_wl,17240,µm
cts,path_clk_slew,0.06,ns
cells_and_area,utilization,0.5316,
cts,h-tree-depth,4,
grt,grt_max_degree,26,
power,ir_drop,0.0002757,V
power,powerDensity,318.3,nW/µm²
worst_setup_path,cp.required,4.45,ns
flow_run,warnings,32,
timing,drv_slew,0,
yosys,synthDistinctLibCells,81,
yosys,ys_chip_area,7119,µm²
cts,cts_buffer_depth,2,
routing,diodes,0,
yosys,async_reset_ff_frac,0,
placement,preCtsSetupSlack,1.105,ns
worst_setup_path,regToRegSetupSlack,1.04,ns
routing,vias,5714,
placement,dp_hpwl,13150,µm
floorplan,io_pins,136,
cells_and_area,instances_no_fill,1022,
cts,cts_resized,0,
floorplan,floorplan.core_util,0.4102,
routing,wl_per_cell,16.86,µm
placement,place_area,8577,µm²
worst_setup_path,cp-start-kind,"flip-flop",
timing,max_freq,0.3068,GHz
cells_and_area,layout-drive-gt1-share,0.1205,
cells_and_area,final.fill_count,1454,
power,p_leak,3.124,nW
yosys,synth_area_per_cell,10.90,µm²
timing,hold_ws,0.4196,ns
yosys,synth_cells,653,
cts,clock-sinks,121,
floorplan,chip_area,18340,µm²
yosys,synth_area,7119,µm²
yosys,ys.flop_type,"edfxtp_1",
yosys,yosys.area.top_type_share,0.5019,
grt,grt_usage,0.2063,
power,power.total,2.937,mW
floorplan,fp.dieH,135.4,µm
cells_and_area,syn_to_final_growth,29.61,%
yosys,yosysTopAreaCell,"edfxtp_1",
status,outcome,"completed",
## cell type report
type / instances / area [µm²] / area share
Sequential cell: 121 / 3613 / 0.3916
Tap cell: 225 / 281.5 / 0.03051
Clock inverter: 15 / 225.2 / 0.02441
Clock buffer: 17 / 425.4 / 0.04610
Timing Repair Buffer: 139 / 1356 / 0.1470
Multi-Input combinational cell: 487 / 3258 / 0.3531
Inverter: 18 / 67.56 / 0.007322
## routing by layer
| layer | track usage | vias to the layer above | part of all wire |
|---|---|---|---|
| met5 | 0 | - | 0 |
| met4 | 0.05306 | 0 | 0.026 |
| met3 | 0.05116 | 34 | 0.070 |
| met2 | 0.2923 | 205 | 0.45 |
| met1 | 0.3348 | 2711 | 0.46 |
| li1 | - | 2764 | - |
## Yosys cell counts (3+ instances only)
library cell	n
nor2b_1	5
buf_4	10
nand4bb_1	4
and3_1	14
o22ai_1	3
nor3b_1	7
a21boi_0	4
nand4_1	13
or2_2	6
o211ai_1	4
o21ai_0	15
nand2_1	45
nand2b_1	10
a211oi_1	6
buf_2	3
clkbuf_1	14
inv_1	17
nor3_1	27
xnor2_1	26
nor2_2	20
o221ai_1	3
a21oi_1	27
xor2_1	16
a41o_1	3
a311oi_1	5
a22oi_1	8
a22o_1	3
a222oi_1	10
a221oi_1	9
buf_6	6
a31oi_1	13
and2_1	15
nor4_1	9
nor2_1	52
nand3_1	26
or3_1	4
ha_1	14
edfxtp_1	119
## power breakdown
group	switching [mW]	total, mW	internal, mW
clock network	0.505	1.53	1.03
logic	0.0277	0.112	0.0839
registers	0.00780	1.29	1.28
## worst max-delay path: stages, from the launching register on
cell	delay (ns)
edfxtp_1	0.47
ha_1	0.35
nand4_1	0.31
nor4_1	0.41
xor2_1	0.17
nor3_1	0.33
nand4bb_4	0.17
o41ai_4	0.38
buf_4	0.33
nor2_1	0.08
## cell families after synthesis
| kind of cell | after synthesis | share of synthesized area |
|---|---|---|
| xor gates and xnor gates | 42 | 0.05167 |
| buffers and inverters | 53 | 0.04024 |
| other | 1 | 0.0005267 |
| and+or+nand+nor | 283 | 0.2255 |
| adders and majority gates | 14 | 0.02460 |
| AOI/OAI and AO/OA | 134 | 0.1392 |
| muxes | 5 | 0.01072 |
| DFF | 121 | 0.5076 |
## flip-flops by register name (all words and copies together), names as in the netlist, 2 cells and up
register / cells
txCounter: 25
rxBitNumber: 3
txState: 3
comm_inst.overrideMemDataIn: 16
comm_inst.memCounter: 8
comm_inst.clkMode: 3
rxState: 3
dataIn: 8
rxCounter: 13
comm_inst.overrideMemAddr: 8
comm_inst.commState: 2
comm_inst.dataOut: 8
comm_inst.lastRxByte: 8
comm_inst.hasReceivedLastByte: 2
txBitNumber: 3
## worst paths after layout
| path | to | startpoint | cells past startpoint |
|---|---|---|---|
| worst max-delay path | txCounter[12] | txCounter[0] | 9 |
| worst min-delay path | comm_inst.overrideMemDataIn[7] | comm_inst.lastRxByte[7] | 0 |
| worst max register to register | txCounter[12] | txCounter[0] | 9 |
| worst min register to register | comm_inst.overrideMemDataIn[7] | comm_inst.lastRxByte[7] | 0 |
## layout by cell type, fill, tap and decap left out, drive strengths merged, types with 17 or more instances in the layout
cell	n
nand2	46
nor2	72
inv	18
clkbuf	17
xnor2	26
nor3	30
edfxtp	119
a21oi	27
clkdlybuf4s50	125
nand3	28
Power and IR drop assume default switching activity.
